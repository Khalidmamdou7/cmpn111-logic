==> flow/design.v <==
module lfsr_15bit (
    input clk,
    input rst,
    input load,
    input [14:0] seed_value,
    input en,
    output reg lfsr_out,
    output reg [14:0] lfsr_value
    );
    always @(posedge clk)
    begin
        if (rst)
            lfsr_value <= 15'b0;
        else if (load)
            lfsr_value <= seed_value;
        else if (en)
            lfsr_value <= {lfsr_value[13:0], lfsr_value[14]^lfsr_value[13]};
    end
    assign lfsr_out = lfsr_value[0];
endmodule
module prbs_15bit(
    input clk,
    input rst,
    input load,
    input [14:0] seed_value,
    input en,
    input data_in,
    output reg data_out,
    output reg [14:0] lfsr_value
    );
    wire lfsr_out;
    wire [14:0] lfsr_value_wire;
    lfsr_15bit lfsr (
        .clk(clk),
        .rst(rst),
        .load(load),
        .seed_value(seed_value),
        .en(en),
        .lfsr_out(lfsr_out),
        .lfsr_value(lfsr_value_wire)
    );
    assign data_out = data_in ^ lfsr_out;
    assign lfsr_value = lfsr_value_wire;
endmodule
==> flow/run.sh <==
#!/bin/bash
# OpenROAD 26Q1-2900-gdf79404cd8, Yosys 0.63+post, stock flow scripts
make -C /OpenROAD-flow-scripts/flow DESIGN_CONFIG=/design/flow/config.mk WORK_HOME=/design/flow/orfs finish
==> flow/config.mk <==
export PLATFORM = sky130hd
export DESIGN_NAME = prbs_15bit
export DESIGN_NICKNAME = prbs_15bit
export VERILOG_FILES = /design/flow/design.v
export SDC_FILE = /design/flow/constraint.sdc
export NUM_CORES = 4
export LEC_CHECK = 1
export CORE_AREA = 10 10 75 75
export DIE_AREA = 0 0 85 85
==> flow/constraint.sdc <==
current_design prbs_15bit

set clk_period 1.4
set clk_io_pct 0.2

create_clock -name clk0 -period $clk_period [get_ports {clk}]

set non_clock_inputs [all_inputs -no_clocks]
set_input_delay [expr $clk_period * $clk_io_pct] -clock clk0 $non_clock_inputs
set_output_delay [expr $clk_period * $clk_io_pct] -clock clk0 [all_outputs]
==> impl_metrics.json <==
{
  "status": "completed",
  "drc_errors": 0,
  "ys_cells": 71,
  "final_util": 0.300,
  "relSlewSlack": 0.848,
  "worstPathArrival_ps": 1070,
  "cp.required_ps": 1120,
  "die_y_um": 85,
  "totalWireLength_um": 2110,
  "htreeDepth": 1,
  "dpl.hpwl_um": 1690,
  "die_x_um": 85,
  "drive_above_1_share": 0.182,
  "edf_count": 0,
  "tritoncts": "yes",
  "yosysWarnings": 4,
  "drv_cap": 0,
  "setup-violations-final": 0,
  "holdWs_ps": 563,
  "num_vias": 640,
  "grt_pass1_vias": 698,
  "synth_cell_types": 17,
  "syn_avg_cell_area_um2": 10.5,
  "syn_inst": 71,
  "track_usage": 0.0560,
  "via_per_inst": 4.00,
  "cts_max_path_buffers": 2,
  "post_cts_buffers": 0,
  "clk_pin_slew_ps": 60,
  "core_area_um2": 4060,
  "synth_flop_count": 15,
  "crit_path_top_delay_cell": "clkdlybuf4s50_1",
  "fin_crit_sh": 0.967,
  "grt_overflow": 0,
  "port_buffers": 35,
  "hold-path-endpoint": "lfsr.lfsr_value[1]",
  "fin_crit_ps": 1350,
  "largest_register_ffs": 15,
  "ff2ff_setup_slack_ps": 440,
  "reg_top3": "lfsr.lfsr_value: 15 flops",
  "max_stage_delay_ps": 470,
  "clockRootBuffer": "clkbuf_8",
  "cts_buffers": 3,
  "worst_ir_drop_vdd_mv": 0.277,
  "clkSinkCount": 15,
  "holdPathStages": 2,
  "hp-start": "lfsr.lfsr_value[1]",
  "antenna_cells": 0,
  "antenna_found_initial": 0,
  "drt_pass1_iterations": 4,
  "drv_slew": 0,
  "critPathLaunchType": "flip-flop",
  "r2r_end": "lfsr.lfsr_value[0]",
  "powerDensity_nw_per_um2": 872,
  "first_iter_violations": 14,
  "ys_seq_share": 0.402,
  "warning_count": 25,
  "skew_ps": 2.64,
  "area_growth_pct": 63.1,
  "crit_path_end_kind": "output pin",
  "r2r_start": "lfsr.lfsr_value[0]",
  "p_total_w": 0.00106,
  "finalHoldViolCount": 0,
  "clk-insertion-delay-late_ps": 240,
  "flop_cell": "dfxtp_1",
  "die-area_um2": 7230,
  "hold_path.class": "reg -> reg",
  "initial_core_util": 0.184,
  "critPathKind": "reg -> out",
  "wire_per_inst_um": 13.2,
  "leakage_nw": 0.464,
  "grt_pass1_wl_um": 3460,
  "synthesis.area_um2": 747,
  "rr_worst_depth": 2,
  "ant_nets": 0,
  "crit_family": "buffers and inverters",
  "crit_fanout": 4,
  "grt_max_degree": 16,
  "yosys_area_um2": 747,
  "rows": 23,
  "cp_num_buf_inv": 1,
  "rsz0062_at_grt": "no",
  "cts_hold_buf": 0,
  "cp_cell_sequence": "clkdlybuf4s50_1",
  "regMostFlops": "lfsr.lfsr_value",
  "io_pins": 36,
  "worst-slew-pin-transition_ps": 228,
  "fmax_mhz": 739,
  "synth-async-reset-ratio": 0,
  "place.gp.congestion": 0.727
}
## worst min-delay path: stages, from the launching register on
cell	delay, ps
dfxtp_2	330
mux2i_1	120
a211oi_1	80
## cell families (layout without fill, tap and decap cells)
family / count (synthesis) / after routing / share of synthesized area
xor+xnor: 2 / 2 / 0.0235
mux: 14 / 14 / 0.188
simple gates: 17 / 17 / 0.152
flops: 15 / 15 / 0.402
compound gates: 15 / 15 / 0.161
buf+inv: 8 / 47 / 0.0737
## cell type report
cell class              instances  area [um2]
fillers                       404        2840
well taps                      50        62.6
flip-flops and latches         15         313
inverters                       1        3.75
repair buffers                 42         403
multi-input cells              48         392
clock buffers                   4        45.0
## Yosys cell counts, types with 2 or more instances
cell	instances	area, um2
dfxtp_1	15	300
a211oi_1	14	105
mux2i_1	14	140
nor2b_1	14	87.6
buf_2	2	10.0
## layout by cell type, fill, tap and decap left out, drive strengths merged, types with 4 or more instances in the layout
cell	netlist	routed
mux2i	14	14
clkdlybuf4s50	0	34
a211oi	14	14
nor2b	14	14
dfxtp	15	15
clkbuf	1	4
buf	6	7
## power by group
| group | total, W | switching [W] | leakage, nW | internal, W |
|---|---|---|---|---|
| clock network | 0.000342 | 0.000141 | 0.0228 | 0.000201 |
| registers | 0.000489 | 0.0000264 | 0.127 | 0.000463 |
| logic | 0.000232 | 0.0000701 | 0.314 | 0.000162 |
## worst max path at each step
| stage | start | to | slack (ps) | cells past startpoint |
|---|---|---|---|---|
| after CTS | lfsr.lfsr_value[7] | lfsr_value[7] | 4 | 1 |
| after global routing | lfsr.lfsr_value[13] | lfsr_value[13] | 0.6 | 1 |
| final | lfsr.lfsr_value[0] | lfsr_value[0] | 50 | 1 |
## what timing repair did
item | CTS | global route
gates resized | 3 | 8
setup endpoints to repair | 3 | 8
pin swaps | 0 | 1
## stage by stage
step	cells	setup WS (ps)	area, um2	setup TNS (ps)
finish	160	46.3	1220	0
global route	160	0.555	1220	0
CTS	160	4.48	1210	0
detailed placement	156	-260	1160	-722
global placement	156	-256	1160	-570
floorplan	71	362	747	0
## metal layers
layer  share of wire  vias to the layer above  global-route usage
met2            0.48                       18              0.0926
met3           0.063                        2              0.0212
met1            0.45                      288              0.0689
met4          0.0052                        0             0.00749
li1                -                      332                   -
met5               0                        -                   0
No activity file was given, so power comes from the tool's default toggle rates.
