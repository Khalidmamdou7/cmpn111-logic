File: flow/run.sh
#!/bin/bash
# OpenROAD 26Q1-2900-gdf79404cd8, Yosys 0.63+post, stock flow scripts
make -C /OpenROAD-flow-scripts/flow DESIGN_CONFIG=/design/flow/config.mk WORK_HOME=/design/flow/orfs finish
File: flow/config.mk
export PLATFORM = sky130hd
export DESIGN_NAME = csa_16bit
export DESIGN_NICKNAME = csa_16bit
export VERILOG_FILES = /design/flow/design.v
export SDC_FILE = /design/flow/constraint.sdc
export NUM_CORES = 4
export LEC_CHECK = 1
export CORE_AREA = 10 10 71 71
export DIE_AREA = 0 0 81 81
File: flow/constraint.sdc
current_design csa_16bit

set clk_period 6.5
set clk_io_pct 0.2

create_clock -name clk0 -period $clk_period

set non_clock_inputs [all_inputs -no_clocks]
set_input_delay [expr $clk_period * $clk_io_pct] -clock clk0 $non_clock_inputs
set_output_delay [expr $clk_period * $clk_io_pct] -clock clk0 [all_outputs]
File: flow/design.v
module csa_16bit (
    input [15:0] a,
    input [15:0] b,
    input cin,
    output [15:0] sum,
    output cout
);
    wire [3:0] sum0, sum1, sum2, sum3, sum4, sum5, sum6, sum7;
    wire cout0, cout1, cout2, cout3, cout4, cout5, cout6, cout7;
    wire mux_cout0, mux_cout1, mux_cout2;
    fullAdder_4bit fa0 (a[3:0], b[3:0], 1'b0, sum0, cout0);
    fullAdder_4bit fa1 (a[7:4], b[7:4], 1'b0, sum1, cout1);
    fullAdder_4bit fa2 (a[11:8], b[11:8], 1'b0, sum2, cout2);
    fullAdder_4bit fa3 (a[15:12], b[15:12], 1'b0, sum3, cout3);
    fullAdder_4bit fa4 (a[3:0], b[3:0], 1'b1, sum4, cout4);
    fullAdder_4bit fa5 (a[7:4], b[7:4], 1'b1, sum5, cout5);
    fullAdder_4bit fa6 (a[11:8], b[11:8], 1'b1, sum6, cout6);
    fullAdder_4bit fa7 (a[15:12], b[15:12], 1'b1, sum7, cout7);
    mux_2x1_5bit m0 (
        .a({cout0, sum0}),
        .b({cout4, sum4}),
        .sel(cin),
        .y({mux_cout0, sum[3:0]})
    );
    mux_2x1_5bit m1 (
        .a({cout1, sum1}),
        .b({cout5, sum5}),
        .sel(mux_cout0),
        .y({mux_cout1, sum[7:4]})
    );
    mux_2x1_5bit m2 (
        .a({cout2, sum2}),
        .b({cout6, sum6}),
        .sel(mux_cout1),
        .y({mux_cout2, sum[11:8]})
    );
    mux_2x1_5bit m3 (
        .a({cout3, sum3}),
        .b({cout7, sum7}),
        .sel(mux_cout2),
        .y({cout, sum[15:12]})
    );
endmodule
module fullAdder_4bit (
    input [3:0] a,
    input [3:0] b,
    input cin,
    output [3:0] sum,
    output cout
);
    assign {cout, sum} = a + b + cin;
endmodule
module mux_2x1_5bit (
    input [4:0] a,
    input [4:0] b,
    input sel,
    output [4:0] y
);
    assign y = sel ? b : a;
endmodule
==> out/results.ini <==
[status]
outcome = finished clean

[logic_synthesis]
ys_cells = 147
yosysWarnings = 0
top_cell_area_share_pct = 21.4
area_leaders = ha_1, xnor2_1, fa_1
postSynthSeqShare_pct = 0
synth_top_cell_by_area = ha_1
synth_cell_type_count = 39
syn_area_per_cell_um2 = 7.96
synth-area-yosys_um2 = 1170
synth_area_um2 = 1170
syn_inst = 147

[global_routing]
grt_first_pass_wirelength_mm = 5.15
grt_max_degree = 10
grt_remaining_overflow = 0
antenna_found_initial = 0
first_global_vias = 1162
grt_usage_pct = 9.04

[placement]
dp_slack_ps = 606
placed_area_um2 = 1720
gp_congestion = 0.810
dp.cells = 244
portBuffers = 50
dp_hpwl_mm = 2.67

[worst_setup_path]
path_class = in -> out
max_stage_delay_ps = 530
worstPathMaxFanout = 7
crit_path_end_kind = output pin
slowest_stage = fa_1
worstPathArrival_ps = 4560
cp_data_required_time_ps = 5200
cp.buffers_inverters = 3
cpLargestDelayFamily = buffers and inverters
path_cells = clkdlybuf4s50_1 -> ha_1 -> fa_1 -> ha_1 -> nand3b_1 -> a21boi_0 -> o21ai_0 -> nor4b_2 -> buf_4 -> mux2i_2 -> mux2_4 -> clkdlybuf4s50_1
cp-start-kind = input port

[routing]
wl_per_cell_um = 12.0
wirelength_mm = 2.94
vias = 1209
dr.pass1.iters = 4
ant_nets = 0
viasPerCell = 4.95
initialDrtViolationCount = 49
drc = 0
antennaDiodeCount = 0

[power]
vdd_drop_max_mv = 0.0454
p_total_uw = 187
p_per_area_nw_per_um2 = 109
leakagePower_nw = 0.707

[sta]
hold_violations = 0
max_clock_freq_ghz = 0.171
fin_crit_sh_pct = 90.2
slew_headroom_pct = 65.5
rsz0062_at_grt = no
hold_ws_ps = 3690
setup_viol = 0
setup-tns-final_ps = 0
worst_slew_pin_slew_ps = 513
fin_crit_ps = 5860
drv_slew = 0
worst_slack_ps = 639

[floorplanning]
fp_util_pct = 32.2
die_h_um = 81
die-area_um2 = 6560
core-area_um2 = 3630
chipWidth_um = 81
core.rowCount = 22
ios = 50

[cells_and_area]
n_fill_cell = 350
seq_area_um2 = 0
layout_top_cells = clkdlybuf4s50_1, ha_1, a21oi_1
mostFrequentLayoutCell = clkdlybuf4s50_1
drive_gt1_share_pct = 5.61
nClkBuffers = 0
area_growth_pct = 47.3
final_util_pct = 47.4
final_area_um2 = 1720
layoutNonFillerInstCount = 244
seq_cell_count = 0

[worst_hold_path]
min_path_type = in -> out

[flow_run]
log.warning_count = 32
max-cap-violations = 0

[clocking]
postCtsSetupRepairBufs = 0
cts_resized = 0
holdBufCountCts = 0

## cell usage after synthesis (2+ instances only)
cell type,n
nand4_1,4
nor3_1,3
and2_1,3
nand3_1,8
nor2_1,8
a2111oi_0,2
xor2_1,7
and3_1,3
mux2_2,2
nand2b_1,2
o21ai_0,3
fa_1,4
a21o_1,5
xnor2_1,10
ha_1,20
inv_1,8
nand2_1,11
o2111ai_1,4
a211oi_1,3
mux2_4,2
mux2i_1,5
a21oi_1,13
## per-layer routing
| metal | GRT usage, % | vias to the layer above | part of all wire, % | routed length [um] |
|---|---|---|---|---|
| met5 | 0 | - | 0 | 0 |
| met4 | 0 | 0 | 0 | 0 |
| met3 | 1.78 | 0 | 6.5 | 192 |
| met2 | 13.8 | 32 | 44 | 1290 |
| met1 | 13.7 | 528 | 49 | 1450 |
| li1 | - | 649 | - | - |
## where the power goes
group	leakage, nW	internal (mW)	switching (mW)
Combinational	0.707	0.113	0.0747
Sequential	0	0	0
Clock	0	0	0
Total	0.707	0.113	0.0747
## cell type report
type               count  area (um^2)  share of cell area (%)
multi-input cells    137         1120                    65.3
repair buffers        51          508                    29.5
well taps             48         60.1                    3.49
inverters              8         30.0                    1.74
## path summary, 6_finish.rpt
kind / from / endpoint / slack (ps) / cells after the start
min: cin / sum[0] / 3690 / 3
max: a[0] / sum[13] / 640 / 12
## tightest hold or removal path: stages
cell,delay [ps]
clkdlybuf4s50_1,580
xor2_1,100
clkdlybuf4s50_1,410
## logic make-up (layout without fill, tap and decap cells)
logic type / Yosys count / after routing / synth area share, %
adders and majority gates: 24 / 24 / 28.2
muxes: 10 / 10 / 9.95
xor gates and xnor gates: 19 / 19 / 15.5
and+or+nand+nor: 49 / 49 / 23.0
buffers and inverters: 10 / 59 / 3.85
AOI/OAI and AO/OA: 35 / 35 / 19.5
No activity file was given, so power comes from the tool's default toggle rates.
