==> design/flow/run.sh <==
#!/bin/bash
# OpenROAD 26Q1-2900-gdf79404cd8, Yosys 0.63+post, stock flow scripts
make -C /OpenROAD-flow-scripts/flow DESIGN_CONFIG=/design/flow/config.mk WORK_HOME=/design/flow/orfs finish
==> design/flow/design.v <==
module bcd (
    input [7:0] a,
    output [3:0] ones,
    output [3:0] tens,
    output [3:0] hundreds
);
    wire [3:0] in_1, in_2, in_3, in_4, in_5, in_6, in_7;
    wire [3:0] out_1, out_2, out_3, out_4, out_5, out_6, out_7;
    bcd_util bcd_util_1 (.in(in_1), .out(out_1));
    bcd_util bcd_util_2 (.in(in_2), .out(out_2));
    bcd_util bcd_util_3 (.in(in_3), .out(out_3));
    bcd_util bcd_util_4 (.in(in_4), .out(out_4));
    bcd_util bcd_util_5 (.in(in_5), .out(out_5));
    bcd_util bcd_util_6 (.in(in_6), .out(out_6));
    bcd_util bcd_util_7 (.in(in_7), .out(out_7));
    assign in_1 = {1'b0, a[7:5]};
    assign in_2 = {out_1[2:0], a[4]};
    assign in_3 = {out_2[2:0], a[3]};
    assign in_4 = {out_3[2:0], a[2]};
    assign in_5 = {out_4[2:0], a[1]};
    assign in_6 = {1'b0, out_1[3], out_2[3], out_3[3]};
    assign in_7 = {out_6[2:0], out_4[3]};
    assign ones = {out_5[2:0], a[0]};
    assign tens = {out_7[2:0], out_5[3]};
    assign hundreds = {2'b00, out_6[3], out_7[3]};
endmodule
module bcd_util (
    input [3:0] in,
    output [3:0] out
);
    assign out = in + (in >= 4'b101 ? 3'b011 : 3'b000);
endmodule
module mult_integrated (
    input [3:0] a,
    input [3:0] b,
    output [6:0] ss_ones,
    output [6:0] ss_tens,
    output [6:0] ss_hundreds
);
    wire [7:0] mult_out;
    wire [3:0] bcd_ones_out, bcd_tens_out, bcd_hundreds_out;
    wire [3:0] ssd_ones_in, ssd_tens_in, ssd_hundreds_in;
    wire [6:0] ssd_ones_out, ssd_tens_out, ssd_hundreds_out;
    multiplier_4x4 multiplier_4x4 (.a(a), .b(b), .y(mult_out));
    bcd bcd (.a(mult_out), .ones(bcd_ones_out), .tens(bcd_tens_out), .hundreds(bcd_hundreds_out));
    ssd ssd_ones (.in(bcd_ones_out), .out(ssd_ones_out));
    ssd ssd_tens (.in(bcd_tens_out), .out(ssd_tens_out));
    ssd ssd_hundreds (.in(bcd_hundreds_out), .out(ssd_hundreds_out));
    assign ss_ones = ssd_ones_out;
    assign ss_tens = ssd_tens_out;
    assign ss_hundreds = ssd_hundreds_out;
endmodule
module multiplier_4x4 (
    input [3:0] a,
    input [3:0] b,
    output [7:0] y
);
    assign y = a * b;
endmodule
module ssd (
    input [3:0] in,
    output [6:0] out
);
    assign out = (in == 4'd0) ? 7'b1000000 :
                 (in == 4'd1) ? 7'b1111001 :
                 (in == 4'd2) ? 7'b0100100 :
                 (in == 4'd3) ? 7'b0110000 :
                 (in == 4'd4) ? 7'b0011001 :
                 (in == 4'd5) ? 7'b0010010 :
                 (in == 4'd6) ? 7'b0000010 :
                 (in == 4'd7) ? 7'b1111000 :
                 (in == 4'd8) ? 7'b0000000 :
                 (in == 4'd9) ? 7'b0010000 :
                                7'b1111111;
endmodule
==> design/flow/config.mk <==
export PLATFORM = sky130hd
export DESIGN_NAME = mult_integrated
export DESIGN_NICKNAME = mult_integrated
export VERILOG_FILES = /design/flow/design.v
export SDC_FILE = /design/flow/constraint.sdc
export NUM_CORES = 4
export LEC_CHECK = 1
export CORE_AREA = 10 10 93 93
export DIE_AREA = 0 0 103 103
==> design/flow/constraint.sdc <==
current_design mult_integrated

set clk_period 17.7
set clk_io_pct 0.2

create_clock -name clk0 -period $clk_period

set non_clock_inputs [all_inputs -no_clocks]
set_input_delay [expr $clk_period * $clk_io_pct] -clock clk0 $non_clock_inputs
set_output_delay [expr $clk_period * $clk_io_pct] -clock clk0 [all_outputs]
==> run summary <==
comb. cell area: 1370 um^2
flip-flops: 0
number of fill cells: 726
drt first-iter violations: 31
Simple Share, Synth: 0.228
AND-OR/OR-AND share of the synthesized area: 0.203
vias in the first global route: 1229
Port Buffers: 28
min setup slack post-route: 1.48 ns
Finished Cell Area: 1820 um^2
DRT antenna net count: 0
xor/xnor share: 0.131
Critical Path AT: 12.68 ns
initial antenna violation count: 0
Final setup viols: 0
Critical Path Sink Type: output pin
Hold Buf Count CTS: 0
HP Class: in -> out
Die Size: 10600 um^2
Crit-path slowest cell: fa_1
Yosys warnings: 0
Multiplexer share: 0.0213
core area: 6760 um^2
# IOs: 29
# DRC: 0
dpl hpwl: 2.50 mm
first-pass GRT wire length: 5.25 mm
setup_tns: 0 ns
final hold slack: 8.28 ns
status: completed
required time worst endpoint: 14.16 ns
Final min period: 16.22 ns
Die W: 103 um
Flop area: 0 um^2
clkbuf count: 0
total global routing overflow: 0
hold path startpoint: b[0]
worst slack, placed: 1.47 ns
vias per cell: 4.32
crit path max fanout: 5
Slew Viols, Final: 0
Mean Syn Cell Area: 7.37 um^2
Yosys Chip Area: 1470 um^2
Fin. Hold Viols: 0
slowest stage delay, CP: 0.55 ns
final wirelength: 2.84 mm
fin crit share: 0.916
fa+ha+maj area frac: 0.345
largest net degree at the start of global routing: 14
Vias: 1300
Cell Area, Placed: 1820 um^2
area delta synth->final: 23.9%
Post-CTS Resized: 0
Post-CTS Setup Repair Bufs: 0
WS Path Type: in -> out
CP Launch Point: a[0]
Dominant comb cell: adder cells
n_diodes: 0
GRT Resource Usage Total: 0.0566
Cell Type Count: 40
FP Util: 0.217
# Cells Yosys: 199
Max Clk Rate: 0.0617 GHz
synthesized area: 1470 um^2
drt pass-1 iters: 4
Synth Seq Share: 0
die height: 103 um
tool warnings: 32
Gate Count Post-Synth: 199
# rows: 30
Avg WL per Cell: 9.44 um
Hold Path Stages: 5
Worst setup SP type: input port
GP Congestion: 0.833
Max-cap violations: 0
utilization after layout: 0.269
layout cells sized above 1: 0.0362
RSZ-0062 raised after global routing: false
==> path summary, 6_finish.rpt <==
check	endpoint	slack, ns
worst max-delay path	ss_tens[5]	1.48
worst min-delay path	ss_ones[3]	8.28
==> cell type report <==
class                      count  area share
timing repair buffer          28       0.154
tap                           80      0.0551
multi-input combinational    174       0.751
inverter                      19      0.0393
==> critical path, delay by kind of cell <==
kind	cells	cell delay (ns)
adders and majority gates	12	4.32
AOI/OAI and AO/OA	8	1.41
and+or+nand+nor	9	1.38
buffers and inverters	7	1.29
xor gates and xnor gates	4	0.72
==> Yosys cell counts, types with 2 or more instances <==
cell / n / share of area
nor2b_1: 5 / 0.021
buf_4: 2 / 0.010
nor3_1: 2 / 0.0068
and2_1: 11 / 0.047
o21bai_1: 2 / 0.010
xor2_1: 7 / 0.042
o21ai_0: 15 / 0.051
clkbuf_1: 4 / 0.010
mux2i_1: 2 / 0.014
nand2_1: 23 / 0.059
o211ai_1: 2 / 0.010
or3_1: 2 / 0.0085
nand2b_1: 4 / 0.017
xnor2_1: 10 / 0.060
nor2_1: 17 / 0.044
a21o_1: 3 / 0.015
a21oi_1: 15 / 0.051
ha_1: 26 / 0.22
inv_1: 18 / 0.046
fa_1: 9 / 0.12
==> metal layers <==
| layer | vias up | track usage | part of all wire |
|---|---|---|---|
| li1 | 717 | - | - |
| met1 | 553 | 0.0907 | 0.54 |
| met2 | 30 | 0.0775 | 0.37 |
| met3 | 0 | 0.0149 | 0.089 |
| met4 | 0 | 0 | 0 |
| met5 | - | 0 | 0 |
==> cells by family after synthesis <==
family / after synthesis
simple gates: 69
xor+xnor: 19
buf+inv: 25
compound gates: 47
other cells: 1
mux: 3
fa+ha+maj: 35
==> placed cells by master (no fill, tap or decap), types with 7 or more instances in the layout <==
master	netlist	layout
ha_1	26	26
inv_1	18	18
xnor2_1	10	10
and2_1	11	11
xor2_1	7	7
nor2_1	17	17
clkdlybuf4s50_1	0	28
o21ai_0	15	15
nand2_1	23	23
fa_1	9	9
a21oi_1	15	15
==> per-stage QoR <==
| stage | cells |
|---|---|
| after global placement | 301 |
| after detailed placement | 301 |
| after CTS | 301 |
| after floorplan | 199 |
| final | 301 |
| after global routing | 301 |
